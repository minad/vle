==> flow/design.v <==
module binenc
  #(parameter n = 32)
  (input [n-1:0]          in,
   output [$clog2(n)-1:0] out);
   wire [$clog2(n)-1:0] o[n:0];
   wire [n:0]      	found;
   assign o[n] = 0;
   assign found[n] = 0;
   assign out = o[0];
   generate
      genvar i;
      for (i = n - 1; i >= 0; i = i - 1)
	begin
	   assign found[i] = found[i+1] | in[i];
	   assign o[i] = o[i+1] | (in[i] & ~found[i+1] ? i : 0);
	end
   endgenerate
endmodule
module generic_n_way_cache #( 	parameter DATA_WIDTH=8,
				parameter ENTRIES=8,
				parameter WAYS=2,
				parameter ADDR_WIDTH=8)
				(
				input wire clk, rst, re, we,
				input wire [ADDR_WIDTH-1:0] read_addr, write_addr,
				input wire [DATA_WIDTH-1:0] in,
				output reg [DATA_WIDTH-1:0] out,
				output reg hit				
				);
	localparam SETS 	= ENTRIES/WAYS;
	localparam SET_WIDTH    = $clog2(SETS);
	localparam TAG_WIDTH	= ADDR_WIDTH-SET_WIDTH;
	localparam HISTORY_WIDTH = $clog2(WAYS);
	function cmp;
	input [TAG_WIDTH-1:0] a,b;
	begin
		cmp = a == b;
	end
	endfunction
	reg [WAYS-1:0] ram_valid [SETS-1:0];
	reg [WAYS*TAG_WIDTH-1:0] ram_tag [SETS-1:0];
	reg [WAYS*DATA_WIDTH-1:0] ram_data [SETS-1:0];
	reg [WAYS*HISTORY_WIDTH-1:0] ram_history [SETS-1:0];
	reg [WAYS-1:0] ram_valid_next [SETS-1:0];
	reg [WAYS*TAG_WIDTH-1:0] ram_tag_next [SETS-1:0];
	reg [WAYS*DATA_WIDTH-1:0] ram_data_next [SETS-1:0];
	reg [WAYS*HISTORY_WIDTH-1:0] ram_history_next [SETS-1:0];
	reg hit_next;
	reg [DATA_WIDTH-1:0] out_next;
	reg [TAG_WIDTH-1:0] read_tag, write_tag;
	reg [SET_WIDTH-1:0] read_set, write_set;
	reg [DATA_WIDTH-1:0] line_data [WAYS-1:0];
	reg [HISTORY_WIDTH-1:0] line_history [WAYS-1:0];
	reg [HISTORY_WIDTH-1:0] wrline_history [WAYS-1:0];
	reg [TAG_WIDTH-1:0] line_tag [WAYS-1:0];
	reg [WAYS-1:0] line_valid;
	reg [WAYS-1:0] wrline_valid;
	reg [WAYS-1:0] tag_hit_vect, wr_tag_hit_vect;
	reg [TAG_WIDTH-1:0] wrline_tag [WAYS-1:0];
	reg [$clog2(WAYS)-1:0] override_addr;
	wire [$clog2(WAYS)-1:0] read_mpx_addr, wr_hit_addr, invalid_entry_addr;
	reg [$clog2(WAYS)-1:0] true_write_addr;
	reg [DATA_WIDTH-1:0] out_wire;
	reg hit_wire, wr_hit_wire;
	reg [HISTORY_WIDTH-1:0] read_history, history_inc, minimum_history;
	reg read_history_full;
	reg [WAYS-1:0] hist_msb_vect;
	reg all_hist_msb;
	reg wrline_invalid_entry;
	integer i,j;
	always @* begin
		read_tag = read_addr[ADDR_WIDTH-1:SET_WIDTH];
		read_set = read_addr[SET_WIDTH-1:0];
		write_tag = write_addr[ADDR_WIDTH-1:SET_WIDTH];
		write_set = write_addr[SET_WIDTH-1:0];
		for (i=0; i<SETS; i=i+1) begin
			line_data[i][DATA_WIDTH-1:0] = ram_data[read_set][WAYS*DATA_WIDTH-1:0]>>(i*DATA_WIDTH);
			line_tag[i][TAG_WIDTH-1:0] = ram_tag[read_set][WAYS*TAG_WIDTH-1:0]>>(i*TAG_WIDTH);
			wrline_tag[i][TAG_WIDTH-1:0] = ram_tag[write_set][WAYS*TAG_WIDTH-1:0]>>(i*TAG_WIDTH);
			line_history[i][HISTORY_WIDTH-1:0] = ram_history[read_set][WAYS*HISTORY_WIDTH-1:0]>>(i*HISTORY_WIDTH);
			wrline_history[i][HISTORY_WIDTH-1:0] = ram_history[write_set][WAYS*HISTORY_WIDTH-1:0]>>(i*HISTORY_WIDTH);
			line_valid [i] = ram_valid[read_set][WAYS-1:0]>>i;
			wrline_valid [i] = ram_valid[write_set][WAYS-1:0]>>i;
			tag_hit_vect[i] = cmp(line_tag[i][TAG_WIDTH-1:0], read_tag[TAG_WIDTH-1:0])&line_valid[i];
			wr_tag_hit_vect[i] = cmp(wrline_tag[i][TAG_WIDTH-1:0], write_tag[TAG_WIDTH-1:0])&wrline_valid[i];
			hist_msb_vect[i] = line_history[i][HISTORY_WIDTH-1];
		end
		hit_wire = |tag_hit_vect[WAYS-1:0];
		wr_hit_wire = |wr_tag_hit_vect[WAYS-1:0];
		out_wire[DATA_WIDTH-1:0] = line_data[read_mpx_addr][DATA_WIDTH-1:0];
		read_history[HISTORY_WIDTH-1:0] = line_history[read_mpx_addr][HISTORY_WIDTH-1:0];
		read_history_full = &read_history;
		history_inc = read_history + (~read_history_full);	
		all_hist_msb = & hist_msb_vect; 	
		wrline_invalid_entry = ~(&wrline_valid);	
		if (wr_hit_wire)
			true_write_addr = wr_hit_addr;
		else if (wrline_invalid_entry)
			true_write_addr = invalid_entry_addr;
		else 
			true_write_addr = override_addr;
		override_addr = 'b0;
		minimum_history = 'b0;
	end
	binenc #(.n(WAYS)) get_read_mpx_addr (.in(tag_hit_vect), .out(read_mpx_addr)); 
	binenc #(.n(WAYS)) get_wr_hit_addr (.in(wr_tag_hit_vect), .out(wr_hit_addr));
	binenc #(.n(WAYS)) get_invalid_entry_addr (.in(~wrline_valid), .out(invalid_entry_addr));
	always @* begin
		for (j=0; j<SETS; j=j+1) begin
			ram_data_next[j][WAYS*DATA_WIDTH-1:0]= ram_data[j][WAYS*DATA_WIDTH-1:0];
			ram_valid_next[j][WAYS-1:0] = ram_valid[j][WAYS-1:0];
			ram_tag_next[j][WAYS*TAG_WIDTH-1:0] = ram_tag[j][WAYS*TAG_WIDTH-1:0];
			ram_history_next[j][WAYS*HISTORY_WIDTH-1:0] = ram_history[j][WAYS*HISTORY_WIDTH-1:0];
		end	
		if (we) begin
			for (j=0; j<DATA_WIDTH; j=j+1)
				ram_data_next[write_set][true_write_addr*DATA_WIDTH+j] = in[j];
			if (~wr_hit_wire) begin
				ram_valid_next[write_set][true_write_addr] = 1'b1;
				for (j=0; j<TAG_WIDTH; j=j+1)
					ram_tag_next[write_set][true_write_addr*TAG_WIDTH+j] = write_tag[j];
				for (j=0; j<HISTORY_WIDTH; j=j+1)
					ram_history_next[write_set][true_write_addr*HISTORY_WIDTH+j] = minimum_history[j];
			end 
		end 
		if (re) begin
			hit_next = hit_wire;
			out_next = hit_wire ? out_wire : 'b0;
			if (line_valid[read_mpx_addr]) for (j=0; j<HISTORY_WIDTH; j=j+1)
				ram_history_next[read_set][read_mpx_addr*HISTORY_WIDTH+j] =  history_inc[j];
			if (all_hist_msb) for (j=0; j<WAYS; j=j+1)
				ram_history_next[read_set][(j+1)*HISTORY_WIDTH] = 1'b0;
		end else begin
			hit_next = 'b0;
			out_next = 'b0;
		end	
	end
	always @(posedge clk, posedge rst) begin
		if (rst) begin
			hit <= 'b0;
			out <= 'b0;
			for (j=0; j<SETS; j=j+1) begin
				ram_valid[j][WAYS-1:0] <= 'b0;
				ram_data[j][WAYS*DATA_WIDTH-1:0] <= 'b0;
				ram_tag[j][WAYS*TAG_WIDTH-1:0] <= 'b0;
				ram_history[j][WAYS*HISTORY_WIDTH-1:0] <= 'b0;
			end
		end else begin
			for (j=0; j<SETS; j=j+1) begin
				ram_data[j][WAYS*DATA_WIDTH-1:0] <= ram_data_next[j][WAYS*DATA_WIDTH-1:0];
				ram_valid[j][WAYS-1:0] <= ram_valid_next[j][WAYS-1:0];
				ram_tag[j][WAYS*TAG_WIDTH-1:0] <= ram_tag_next[j][WAYS*TAG_WIDTH-1:0];
				ram_history[j][WAYS*HISTORY_WIDTH-1:0] <= ram_history_next[j][WAYS*HISTORY_WIDTH-1:0];
			end
			hit <= hit_next;
			out[DATA_WIDTH-1:0] <= out_next[DATA_WIDTH-1:0];
		end
	end	
endmodule
==> flow/run.sh <==
#!/bin/bash
# OpenROAD 26Q1-2900-gdf79404cd8, Yosys 0.63+post, stock flow scripts
make -C /OpenROAD-flow-scripts/flow DESIGN_CONFIG=/design/flow/config.mk WORK_HOME=/design/flow/orfs finish
==> flow/config.mk <==
export PLATFORM = sky130hd
export DESIGN_NAME = generic_n_way_cache
export DESIGN_NICKNAME = generic_n_way_cache
export VERILOG_FILES = /design/flow/design.v
export SDC_FILE = /design/flow/constraint.sdc
export NUM_CORES = 4
export LEC_CHECK = 1
export CORE_UTILIZATION = 30
==> flow/constraint.sdc <==
current_design generic_n_way_cache

set clk_period 7.3
set clk_io_pct 0.2

create_clock -name clk0 -period $clk_period [get_ports {clk}]

set non_clock_inputs [all_inputs -no_clocks]
set_input_delay [expr $clk_period * $clk_io_pct] -clock clk0 $non_clock_inputs
set_output_delay [expr $clk_period * $clk_io_pct] -clock clk0 [all_outputs]
==> notes.org <==
#+TITLE: Synthesis and PnR summary

** Power
- Combinational power share :: 26.5%
- Net switching power :: 0.712 mW
- Total power :: 2.69 mW
- The power report attributes to the sequential group a share of 43.6%.
- The analysis attributes to cell leakage a power of 2.95 nW.
- Relative contribution of the clock network to total power :: 29.9%
- The flow reported a cell area power density of 358 nW/µm².
- Cell internal power was estimated by the tool at 1.98 mW.
- Switching fraction of total power :: 26.4%
- In this run the VDD rail shows a maximum IR drop of 0.153 mV.

** Flow run
- The run reported a max-capacitance violation count of 0.
- OpenROAD emitted warnings numbering 25.

** Clock tree
- CTS hold repair buffers :: 0
- TritonCTS clock tree :: done
- The H-tree was split into 4 levels.
- Root buffer cell :: sky130_fd_sc_hd__clkbuf_16
- As reported, the later end of the worst-skew pair has a clock insertion delay of 0.41 ns.
- Buffers added to address setup during post-CTS repair amount to 0.
- Cts repair resizes :: 0
- Clock buffers created by TritonCTS :: 17
- Clk sink count :: 129
- CTS Buffer Depth :: 2
- Clock-pin slew was measured on the worst setup and hold paths at 0.05 ns.

** Setup path
- Worst setup path startpoint :: write_addr[1]
- Critical path cell sequence :: clkdlybuf4s50_1, buf_4, mux4_2, xnor2_1, o2111a_1, a21oi_2, buf_4, nor4_4, mux2_2
- Setup slack of the worst register-to-register path :: 4.66 ns
- Reg-to-reg endpoint :: ram_data[2][0]
- Per the timing report, the most critical flop-to-flop path originates at ram_tag[3][2].
- The timing report attributes the biggest portion of critical-path delay to buffers and inverters.
- STA classifies the critical path startpoint as an input pin.
- Cell with the largest stage delay on the worst path :: sky130_fd_sc_hd__mux4_2
- According to the timing report, the arrival time at the worst endpoint equals 4.46 ns.
- Among the stages of the critical path, the cell type that occurs most often is sky130_fd_sc_hd__buf_4.
- Worst r2r path cells :: 7
- Looking at the critical path, the highest net fanout was 21.
- Required time of the worst setup path :: 7.58 ns
- Max incr delay on CP :: 0.56 ns
- Critical path capture point type :: flop
- The timing report notes that buffer and inverter cells on the critical path total 3.
- Crit Path Class :: input pin to flop

** STA
- Post-route clock skew :: 0.00988 ns
- Final Worst Setup Slack :: 3.12 ns
- The final critical path takes up 57.2% of the cycle.
- Total count of hold-check failures in the final report :: 0
- Shortest clock period the worst path allows after layout :: 4.18 ns
- The flow reports an fmax of 0.240 GHz.
- Looking at the max-slew report, the worst-margin pin has a slew of 0.718 ns.
- Setup TNS :: 0 ns
- Final max-slew violation count :: 0
- The tightest hold path in the finished design has a slack of 0.494 ns.
- Setup repair after global routing left no endpoint under its margin.
- Finish-stage setup viols :: 0
- Relative slew margins :: 52.1%

** Placed design
- Before CTS, the worst setup slack after placement is 2.68 ns.
- The post-placement cell area is 6960 µm².
- Placed insts :: 701
- Routability Congestion :: 0.818
- Number of buffers inserted by port buffering :: 36
- The wire-length estimate of the detail-placed layout is 8.52 mm.

** Global route
- Number of antenna violations at the first check in global routing :: 0
- The global route stage reports its total congestion overflow as 0.
- Entering global routing, the biggest net connects 52 pins.
- GRT Overall Usage :: 13.7%
- Global-route wire length before repair :: 22.1 mm
- Number of global-route vias before repair :: 3912

** Layout
- Summing all flip-flop and latch instances after layout gives 3230 µm².
- For this run, the number of standard cells in the final layout without fillers is 732.
- Final instance area :: 7520 µm²
- Multi-input gate area :: 2970 µm²
- Between the synthesized netlist and the finished layout, the area growth was recorded as 18.9%.
- Share of the core filled with cells :: 36.8%
- FILL cells :: 1884
- In the final layout, the share of cells above drive strength 1 is 45.0%.

** Routing
- The detailed router finished its first iteration with 135 violations.
- Post-detailed-route via-to-cell ratio :: 5.04
- The iteration count recorded for the first detailed-route pass is 4.
- DR vias :: 3689
- Remaining antenna violation count after routing :: 0
- Per the detail_route report, inserted antenna diodes total 0.
- Total DRC errors in the routed layout :: 0
- Routed WL :: 13.4 mm
- TritonRoute output was used to compute an average wire per cell of 18.3 µm.

** Worst hold path
- Hold Crit Endpoint :: ram_valid[0][1]
- Number of stages on the worst hold path :: 1
- The worst hold path belongs to the class flop to flop.
- The worst hold path begins at ram_valid[0][1].

** Floorplan
- Starting utilization of the core area :: 30.9%
- Per the OpenROAD floorplan log, the height of the die is 147 µm.
- Core Area :: 20400 µm²
- The floorplan step set the die width to 147 µm.
- Number of top-level pins :: 37
- The floorplan has 52 rows.
- The die covers 21700 µm².

** Logic synthesis
- After synthesis the cells add up to 6320 µm².
- The netlist uses 42 different library cells.
- Yosys reports a chip area of 6320 µm².
- Counting flops and latches in the post-synthesis netlist gives 129.
- Synthesis handed over a netlist of 412 instances.
- Syn_area_per_cell :: 15.3 µm²
- Count of warnings emitted by yosys :: 59
- For this design, Yosys synthesis ends with a cell count of 412.
- Post-synth EDFFs :: 0
- The synthesis report gives the async set-or-reset register share as 100%.
- Post-synth the commonest register cell is sky130_fd_sc_hd__dfrtp_1.
- Register share after synthesis :: 51.1%

** Run status
- Result of the run :: completed
## synthesized netlist by cell type (all sizes together), types with 5 or more instances
| cell | n | area (µm²) |
|---|---|---|
| dfrtp | 129 | 3230 |
| mux2 | 113 | 1270 |
| mux4 | 41 | 923 |
| xnor2 | 17 | 149 |
| nand2 | 15 | 56.3 |
| clkbuf | 13 | 48.8 |
| buf | 12 | 68.8 |
| nand4 | 10 | 62.6 |
| o21ai | 10 | 83.8 |
| xor2 | 7 | 61.3 |
| mux2i | 5 | 50.1 |
## how the worst max path moves through the flow
stage,cells after the start,slack (ns),endpoint
final,9,3.12,ram_data[2][0]
after global routing,9,2.95,ram_data[2][2]
after CTS,9,3.12,ram_data[2][0]
## power by group through the flow
| stage | Clock (mW) | Combinational (mW) | Sequential [mW] |
|---|---|---|---|
| CTS | 0.821 | 0.721 | 1.18 |
| global route | 0.853 | 0.776 | 1.22 |
| finish | 0.805 | 0.713 | 1.18 |
## cells by family (layout without fill, tap and decap cells)
kind of cell / after synthesis / in the layout / synth area share, %
buffers and inverters: 28 / 78 / 2.04
AOI/OAI and AO/OA: 19 / 19 / 2.69
muxes: 159 / 159 / 35.5
and+or+nand+nor: 53 / 53 / 5.36
DFF: 129 / 129 / 51.1
xor gates and xnor gates: 24 / 24 / 3.32
## layer usage
| layer | routed length, µm | GRT usage (%) | vias to the layer above |
|---|---|---|---|
| met5 | 0 | 0 | - |
| met3 | 992 | 5.23 | 10 |
| li1 | - | - | 1631 |
| met1 | 5990 | 20.4 | 1939 |
| met4 | 116 | 1.08 | 0 |
| met2 | 6290 | 20.6 | 109 |
## placed cells by master, fill, tap and decap left out, types with 5 or more instances in the layout
cell and instances:
sky130_fd_sc_hd__buf_4 8, sky130_fd_sc_hd__mux2i_1 5, sky130_fd_sc_hd__mux4_2 41, sky130_fd_sc_hd__mux2_2 113
sky130_fd_sc_hd__xnor2_1 17, sky130_fd_sc_hd__xor2_1 7, sky130_fd_sc_hd__nand2_1 15, sky130_fd_sc_hd__clkbuf_16 17
sky130_fd_sc_hd__clkdlybuf4s50_1 34, sky130_fd_sc_hd__dfrtp_1 129, sky130_fd_sc_hd__nand4_1 10, sky130_fd_sc_hd__o21ai_0 7
## final cells by class
type / count / area share, %
clock inverter: 10 / 1.50
multi-input combinational: 255 / 39.4
tap: 270 / 4.49
clock buffer: 21 / 5.99
timing repair buffer: 44 / 5.46
sequential: 129 / 42.9
inverter: 3 / 0.183
## sequential cells by signal, indices dropped and copies added (netlist names)
register,count
ram_tag,48
ram_data,64
ram_valid,8
hit,1
out,8
Power figures rest on the tool's default switching activity, not on a simulated workload.
