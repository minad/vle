`flow/run.sh`:
```
#!/bin/bash
# OpenROAD 26Q1-2900-gdf79404cd8, Yosys 0.63+post, stock flow scripts
make -C /OpenROAD-flow-scripts/flow DESIGN_CONFIG=/design/flow/config.mk WORK_HOME=/design/flow/orfs finish
```
`flow/config.mk`:
```
export PLATFORM = sky130hd
export DESIGN_NAME = regfile
export DESIGN_NICKNAME = regfile
export VERILOG_FILES = /design/flow/design.v
export SDC_FILE = /design/flow/constraint.sdc
export NUM_CORES = 4
export LEC_CHECK = 1
export CORE_UTILIZATION = 40
```
`flow/constraint.sdc`:
```
current_design regfile

set clk_period 7.2
set clk_io_pct 0.2

create_clock -name clk0 -period $clk_period [get_ports {clock}]

set non_clock_inputs [all_inputs -no_clocks]
set_input_delay [expr $clk_period * $clk_io_pct] -clock clk0 $non_clock_inputs
set_output_delay [expr $clk_period * $clk_io_pct] -clock clk0 [all_outputs]
```
`flow/design.v`:
```
module regfile
  #(parameter n = 32,
    parameter bits = 3)
   (input            clock,
    input 	     write_enable,
    input [bits-1:0] write_addr, read_addr,
    input [n-1:0]    write_data,
    output [n-1:0]   read_data);
   reg [n-1:0] file[2**bits-1:0];
   always @(posedge clock)
     if (write_enable)
       file[write_addr] <= write_data;
   assign read_data = file[read_addr];
endmodule  
```
==> Changelog: implementation <==
### Physical design

- Layout Utilization: 49.33%
- Sequential Area: 7687 sq um
- Biggest regs: file (256)
- Status: finished, final reports clean
- Slew HR: 47.26%
- Crit-path cells: buf_4 > buf_4 > mux4_1 > mux2_2 > clkdlybuf4s50_1
- Post-CTS Setup Bufs: 0
- Hold-fix buffers at CTS: 0
- Overflow after GRT: 0
- Yosys stat cell total: 383
- First-pass GRT wire length: 27380 microns
- Worst Path Max Fanout: 42
- Final Instance Area: 11720 sq um
- Worst EP required: 5.76 ns
- Net Switching: 0.5939 mW
- Post-synth top area share: 78.24%
- Hold Path Class: in2reg
- Crit path from: read_addr[0]
- Flops after synth: 256
- DR iter-0 viols: 182
- Largest net degree at the start of global routing: 43
- Drt drc: 0
- Max Fclk: 186.7 MHz
- Adder Area Share: 0%
- Wire length per cell: 21.59 microns
- Clock share of power: 39.2%
- CP Class: in2out
- H-tree levels: 1
- Vias per cell: 5.249
- Register share after synthesis: 78.24%
- Max-slew violations: 0
- Gr usage total: 16.01%
- Die x size: 158.7 microns
- Critical Path Start Type: input pin
- Syn. warnings: 1
- Final min period: 5.358 ns
- Hold Startpoint: write_data[11]
- FP Rows: 56
- Initial antenna violation count: 3
- Crit-path max cell delay: 0.61 ns
- Yosys synthesis chip area: 9826 sq um
- Number of port buffers: 71
- Tool Warnings: 25
- Lkg Pwr: 3.772 nW
- Floorplan core density: 41.37%
- Worst slew pin tran: 0.7910 ns
- Crit path DAT: 3.92 ns
- Mux frac, synth: 19.87%
- Synthesis-to-layout area growth: 19.25%
- Mapped Cells: 383
- CTS tree: done
- DR pass1 iterations: 4
- Ao+oa area frac: 0%
- Gpl congestion: 0.7217
- Post-cts sizing count: 0
- Root cell of the clock tree: clkbuf_16
- Seq pwr share: 54.7%
- Tcrit/Tclk final: 74.41%
- Fillers: 1853
- Share of cells above drive strength 1: 22.52%
- Crit path capture type: output port
- Cell area after synthesis: 9826 sq um
- Yosys cell types: 12
- Max clock buf depth: 3
- Yosys top cell by area: edfxtp_1
- Combinational Power Share: 6.2%
- Worst slack, placed: 1.787 ns
- Worst path slowest cell: mux4_1
- Max reg flops: 256
- Top logic family: multiplexers
- Most frequent CP cell: buf_4
- Final setup margin: 1.843 ns
- Total wire length: 17540 microns
- Io pins: 72
- Num Clock Sinks: 256
- Peak supply drop: 0.1714 mV
- Vias: 4262
- Area contributors post-synth: edfxtp_1 (78%), mux4_1 (11%), mux4_2 (5.5%)
- Clock-pin slew on the worst setup and hold paths: 0.05 ns
- Antenna diodes: 0
- RSZ-0062 raised after global routing: no
- Reg with most FFs: file
- Max Cap Viol: 0
- Final hold vios: 0
- CTS Buf Count: 27
- Avg Inst Size Synth: 25.65 sq um
- Area fraction in xor and xnor cells: 0%
- Final setup vio count: 0
- Setup TNS: 0 ns
- ANT nets after route: 0
- Yosys simple share: 0.5985%
- Vias in the first global route: 4839
- Pwr per Cell Area: 265.3 nW/um^2
- Die Footprint: 25200 sq um
- Multi-input logic area: 2066 sq um
- Placement Cell Area: 10950 sq um
- Internal power: 2.515 mW
- Detail Placement HPWL: 9137 microns
- Sw Share: 19.10%
- Chip height: 158.7 microns
- Core area: 23750 sq um
[per-layer routing]
layer  track usage (%)  routed length (microns)
met3             10.09                     2337
met5                 0                       23
met4             3.001                      389
met1             21.60                     6313
met2             23.80                     8470
[power groups by stage]
stage	registers (mW)	clock network (mW)	logic [mW]
CTS	1.70	1.25	0.198
global route	1.70	1.31	0.210
finish	1.70	1.22	0.191
[cells in the final DEF (no fill, tap or decap)]
cell type	synthesis	final
mux2_2	32	32
nand2b_1	3	3
buf_2	6	2
bufinv_16	0	1
mux4_2	24	24
nor3_2	0	2
clkbuf_16	0	27
clkdlybuf4s50_1	0	68
clkinv_1	0	6
nor2_4	0	6
mux4_1	40	40
clkinv_2	0	3
buf_4	0	14
clkbuf_1	1	7
nand2_1	2	2
edfxtp_1	256	256
[cells in the mapped netlist]
library cell and count:
nor2_1 6, mux4_2 24, nor3_1 2, edfxtp_1 256, nand2b_1 3, buf_6 7
nand2_1 2, mux4_1 40, clkbuf_1 1, buf_2 6, mux2_2 32, buf_1 4
[final cells by class]
class	count	share of cell area [%]
flip-flops and latches	256	65.61
clock buffers	34	5.990
well taps	319	3.406
clock inverters	10	0.5766
multi-input cells	109	17.63
repair buffers	84	6.791
[final timing paths]
| kind | end | cells past startpoint |
|---|---|---|
| hold / removal | file[2][11]$_DFFE_PP_ | 1 |
| setup / recovery | read_data[1] | 5 |
[through the flow]
step | total power, mW | instances | hold WS [ns]
6_report | 3.109 | 812 | 1.646
5_1_grt | 3.228 | 812 | 1.664
4_1_cts | 3.148 | 812 | 1.634
3_5_place_dp | 1.928 | 768 | 2.186
3_3_place_gp | 1.922 | 768 | 2.157
2_1_floorplan | 1.822 | 383 | 1.539
[cell families after synthesis]
logic type | count (synthesis)
DFF | 256
and+or+nand+nor | 13
muxes | 96
buffers and inverters | 18
[worst max-delay path: cells and delay by family]
family,cells,cell delay (ns)
mux,2,0.90
buf+inv,3,1.54
Power is estimated from default activity; no workload was simulated.
